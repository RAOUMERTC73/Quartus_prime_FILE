### design/flow/design.v
 module TOP(
    	Clk                     ,
    	Rst_n                   ,   
   	Rx                      ,    
    	Tx                      ,
	RxData		        ,
	);
input           Clk             ;  
input           Rst_n           ;  
input           Rx              ;  
output          Tx              ;  
output [7:0]    RxData          ;  
wire [7:0]    	TxData     	;  
wire          	RxDone          ;  
wire          	TxDone          ;  
wire            tick		;  
wire          	TxEn            ;
wire 		RxEn		;
wire [3:0]      NBits    	;
wire [15:0]    	BaudRate        ;  
assign 		RxEn = 1'b1	;
assign 		TxEn = 1'b1	;
assign 		BaudRate = 16'd325; 	 
assign 		NBits = 4'b1000	;	 
UART_rs232_rx I_RS232RX(
    	.Clk(Clk)             	,
   	.Rst_n(Rst_n)         	,
    	.RxEn(RxEn)           	,
    	.RxData(RxData)       	,
    	.RxDone(RxDone)       	,
    	.Rx(Rx)               	,
    	.Tick(tick)           	,
    	.NBits(NBits)
    );
UART_rs232_tx I_RS232TX(
   	.Clk(Clk)            	,
    	.Rst_n(Rst_n)         	,
    	.TxEn(TxEn)           	,
    	.TxData(TxData)      	,
   	.TxDone(TxDone)      	,
   	.Tx(Tx)               	,
   	.Tick(tick)           	,
   	.NBits(NBits)
    );
UART_BaudRate_generator I_BAUDGEN(
    	.Clk(Clk)               ,
    	.Rst_n(Rst_n)           ,
    	.Tick(tick)             ,
    	.BaudRate(BaudRate)
    );
endmodule
module UART_BaudRate_generator(
    Clk                   , 
    Rst_n                 ,
    Tick                  ,
    BaudRate
    );
input           Clk                 ;  
input           Rst_n               ;  
input [15:0]    BaudRate            ;  
output          Tick                ;  
reg [15:0]      baudRateReg         ;  
always @(posedge Clk or negedge Rst_n)
    if (!Rst_n) baudRateReg <= 16'b1;
    else if (Tick) baudRateReg <= 16'b1;
         else baudRateReg <= baudRateReg + 1'b1;
assign Tick = (baudRateReg == BaudRate);
endmodule
module UART_rs232_rx (Clk,Rst_n,RxEn,RxData,RxDone,Rx,Tick,NBits);		 
input Clk, Rst_n, RxEn,Rx,Tick;		 
input [3:0]NBits;			 
output RxDone;				 
output [7:0]RxData;			 
parameter  IDLE = 1'b0, READ = 1'b1; 	 
reg [1:0] State, Next;			 
reg  read_enable = 1'b0;		 
reg  start_bit = 1'b1;			 
reg  RxDone = 1'b0;			 
reg [4:0]Bit = 5'b00000;		 
reg [3:0] counter = 4'b0000;		 
reg [7:0] Read_data= 8'b00000000;	 
reg [7:0] RxData;			 
always @ (posedge Clk or negedge Rst_n)			 
begin
if (!Rst_n)	State <= IDLE;				 
else 		State <= Next;				 
end
always @ (State or Rx or RxEn or RxDone)
begin
    case(State)	
	IDLE:	if(!Rx & RxEn)		Next = READ;	  
		else			Next = IDLE;
	READ:	if(RxDone)		Next = IDLE; 	  
		else			Next = READ;
	default 			Next = IDLE;
    endcase
end
always @ (State or RxDone)
begin
    case (State)
	READ: begin
		read_enable <= 1'b1;			 
	      end
	IDLE: begin
		read_enable <= 1'b0;			 
	      end
    endcase
end
always @ (posedge Tick)
	begin
	if (read_enable)
	begin
	RxDone <= 1'b0;							 
	counter <= counter+1;						 
	if ((counter == 4'b1000) & (start_bit))				 
	begin
	start_bit <= 1'b0;
	counter <= 4'b0000;
	end
	if ((counter == 4'b1111) & (!start_bit) & (Bit < NBits))	 
	begin
	Bit <= Bit+1;
	Read_data <= {Rx,Read_data[7:1]};
	counter <= 4'b0000;
	end
	if ((counter == 4'b1111) & (Bit == NBits)  & (Rx))		 
	begin
	Bit <= 4'b0000;
	RxDone <= 1'b1;
	counter <= 4'b0000;
	start_bit <= 1'b1;						 
	end
	end
end
always @ (posedge Clk)
begin
if (NBits == 4'b1000)
begin
RxData[7:0] <= Read_data[7:0];	
end
if (NBits == 4'b0111)
begin
RxData[7:0] <= {1'b0,Read_data[7:1]};	
end
if (NBits == 4'b0110)
begin
RxData[7:0] <= {1'b0,1'b0,Read_data[7:2]};	
end
end
endmodule
module UART_rs232_tx (Clk,Rst_n,TxEn,TxData,TxDone,Tx,Tick,NBits);	 
input Clk, Rst_n, TxEn,Tick;	 
input [3:0]NBits;		 
input [7:0]TxData;		 
output Tx;
output TxDone;
parameter  IDLE = 1'b0, WRITE = 1'b1;	 
reg  State, Next;			 
reg  TxDone = 1'b0;			 
reg  Tx;				 
reg write_enable = 1'b0;		 
reg start_bit = 1'b1;			 
reg stop_bit = 1'b0;			 
reg [4:0] Bit = 5'b00000;		 
reg [3:0] counter = 4'b0000;		 
reg [7:0] in_data=8'b00000000;		 
reg [1:0] R_edge;			 
wire D_edge;				 
always @ (posedge Clk or negedge Rst_n)			 
begin
if (!Rst_n)	State <= IDLE;				 
else 		State <= Next;				 
end
always @ (State or D_edge or TxData or TxDone) 
begin
    case(State)	
	IDLE:	if(D_edge)		Next = WRITE;		 
		else			Next = IDLE;
	WRITE:	if(TxDone)		Next = IDLE;  		 
		else			Next = WRITE;
	default 			Next = IDLE;
    endcase
end
always @ (State)
begin
    case (State)
	WRITE: begin
		write_enable <= 1'b1;	 
	end
	IDLE: begin
		write_enable <= 1'b0;	 
	end
    endcase
end
always @ (posedge Tick)
begin
	if (!write_enable)				 
	begin
	TxDone = 1'b0;
	start_bit <=1'b1;
	stop_bit <= 1'b0;
	end
	if (write_enable)				 
	begin
	counter <= counter+1;				 
	if(start_bit & !stop_bit)			 
	begin
	Tx <=1'b0;					 
	in_data <= TxData;				 
	end		
	if ((counter == 4'b1111) & (start_bit) )	 
	begin		
	start_bit <= 1'b0;
	in_data <= {1'b0,in_data[7:1]};
	Tx <= in_data[0];
	end
	if ((counter == 4'b1111) & (!start_bit) &  (Bit < NBits-1))	 
	begin		
	in_data <= {1'b0,in_data[7:1]};
	Bit<=Bit+1;
	Tx <= in_data[0];
	start_bit <= 1'b0;
	counter <= 4'b0000;
	end	
	if ((counter == 4'b1111) & (Bit == NBits-1) & (!stop_bit))	 
	begin
	Tx <= 1'b1;	
	counter <= 4'b0000;	
	stop_bit<=1'b1;
	end
	if ((counter == 4'b1111) & (Bit == NBits-1) & (stop_bit) )	 
	begin
	Bit <= 4'b0000;
	TxDone <= 1'b1;
	counter <= 4'b0000;
	end
	end
end
always @ (posedge Clk or negedge Rst_n)
begin
	if(!Rst_n)
	begin
	R_edge <= 2'b00;
	end
	else
	begin
	R_edge <={R_edge[0], TxEn};
	end
end
assign D_edge = !R_edge[1] & R_edge[0];
endmodule
### design/flow/run.sh
#!/bin/bash
# OpenROAD 26Q1-2900-gdf79404cd8, Yosys 0.63+post, stock flow scripts
make -C /OpenROAD-flow-scripts/flow DESIGN_CONFIG=/design/flow/config.mk WORK_HOME=/design/flow/orfs finish
### design/flow/config.mk
export PLATFORM = sky130hd
export DESIGN_NAME = TOP
export DESIGN_NICKNAME = TOP
export VERILOG_FILES = /design/flow/design.v
export SDC_FILE = /design/flow/constraint.sdc
export NUM_CORES = 4
export LEC_CHECK = 1
export CORE_UTILIZATION = 50
### design/flow/constraint.sdc
current_design TOP

set clk_period 3.4
set clk_io_pct 0.2

create_clock -name clk0 -period $clk_period [get_ports {Clk}]

set non_clock_inputs [all_inputs -no_clocks]
set_input_delay [expr $clk_period * $clk_io_pct] -clock clk0 $non_clock_inputs
set_output_delay [expr $clk_period * $clk_io_pct] -clock clk0 [all_outputs]
==> flow_summary_export.csv <==
group,metric,value,unit
placement,dpl.cell_count,276,
setup_path,path_buffers,1,
setup_path,cp_max_fo,25,
setup_path,critPathLaunchType,"flop",
final_timing,period_minus_slack,2.25,ns
routing,drc,0,
final_timing,period_used_share,66.2,%
final_timing,holdWs,0.380,ns
finish,logic_area,818,sq um
flow_run,stage_log_warnings,28,
finish,stdcell_area,2790,sq um
finish,flop_area,1630,sq um
setup_path,crit_type,"flop to flop",
setup_path,r2r.worst_path.cells,4,
floorplanning,core-area,4790,sq um
routing,vias,1457,
finish,fin_cells,284,
synthesis,synth_area,2510,sq um
global_route,gr-total-overflow,0,
routing,drt-initial-drc-count,42,
final_timing,rsz0062_at_grt,"no",
clocking,cts_buffers,5,
pwr,power,0.618,mW
flow_run,cap_violations,0,
clocking,clk_pin_slew,0.06,ns
pwr,vdd_drop_max,0.241,mV
floorplanning,fp.dieH,72.8,microns
setup_path,cp_top_family,"simple AND/OR/NAND/NOR gates",
setup_path,crit_end,"I_BAUDGEN.baudRateReg[8]$_DFF_PN0_",
placement,routabilityCongestion,0.825,
clocking,clk_latency,0.27,ns
synthesis,yosysWarningCount,11,
global_route,antenna_found_initial,0,
synthesis,synth_chip_area,2510,sq um
global_route,grt_max_degree,26,
setup_path,end_kind,"flop",
floorplanning,die_area,5300,sq um
routing,vias_per_cell,5.13,
setup_path,r2r_setup_slack,1.15,ns
final_timing,final_hold_viol_count,0,
placement,place.port_buffers,11,
routing,post_drt_wl_per_cell,13.3,microns
final_timing,clock_skew,0.00365,ns
final_timing,fmax,444,MHz
finish,postLayoutCoreUtil,58.3,%
floorplanning,die_width,72.8,microns
finish,fill_cells,388,
routing,antenna_cells,0,
setup_path,cp.depth,4,
setup_path,crit_slowest_cell,"nor4_4",
final_timing,worst_pin_slew,0.677,ns
setup_path,r2r_start,"I_BAUDGEN.baudRateReg[5]$_DFF_PN0_",
final_timing,setup_viol,0,
synthesis,ys_types,36,
synthesis,ys_cells,198,
setup_path,worstReg2RegEnd,"I_BAUDGEN.baudRateReg[8]$_DFF_PN0_",
floorplanning,fp_util,52.4,%
setup_path,cp_cell_sequence,"or4_4 > nor4_4 > buf_4 > nor2_1",
global_route,grt_pass1_wl,6610,microns
routing,first_pass_iters,4,
synthesis,avgSynthCellArea,12.7,sq um
setup_path,startpoint,"I_BAUDGEN.baudRateReg[5]$_DFF_PN0_",
final_timing,unclocked_pins,33,
global_route,grt_pass1_vias,1451,
final_timing,slew_headroom,54.6,%
min_path,hp-class,"flop to flop",
clocking,cts_resized,0,
routing,totalWireLength,3790,microns
min_path,hold_path_depth,0,
final_timing,fin_ws,1.15,ns
finish,area_delta_synth_final,11.3,%
clocking,post_cts_buffers,0,
clocking,cts_tree,"done",
run_status,status,"completed",
final_timing,finalMaxSlewViolations,0,
setup_path,cp_slowest_stage_delay,0.66,ns
synthesis,syn_inst,198,
global_route,grt_use_total,17.1,%
routing,final_antenna_net_count,0,
placement,post_dp_cell_area,2710,sq um
synthesis,ys_ff,62,
placement,place_ws,1.14,ns
floorplanning,row_count,25,
floorplanning,ios,12,
setup_path,worstPathArrival,2.40,ns
pwr,leakage,1.09,nW
final_timing,untimed_endpoints,71,
finish,final_layout_size_suffix_gt1_share,6.45,%
final_timing,totalNegativeSetupSlack,0,ns
clocking,ctsHoldBuffers,0,
clocking,root_buffer,"clkbuf_8",
clocking,htreeDepth,2,
clocking,cts.path.max_buffers,2,
placement,dp_hpwl,2760,microns
setup_path,required,3.55,ns
pwr,p_per_area,221,nW/um^2
placed cells by master, fill, tap and decap left out, types with 3 or more instances in the layout:
cell type	n
dfrtp_1	19
dfxtp_1	11
nand2_1	10
nand3_1	13
inv_1	11
o21ai_0	5
nand4b_1	4
nor3_1	3
nor2b_1	4
clkbuf_1	3
clkdlybuf4s50_1	11
xor2_1	11
nor2_1	21
xnor2_1	12
nand4_1	4
clkbuf_8	5
edfxtp_1	29
and2_1	4
buf_4	3
o21a_1	3
ha_1	8
registers in the layout (all words and copies together), names as in the netlist, 2 cells and up:
| register | count |
|---|---|
| I_RS232RX.State | 2 |
| I_RS232RX.RxData | 8 |
| I_RS232RX.Read_data | 8 |
| I_RS232TX.Bit | 5 |
| I_RS232TX.R_edge | 2 |
| I_RS232RX.Bit | 5 |
| I_BAUDGEN.baudRateReg | 16 |
| I_RS232RX.counter | 4 |
| I_RS232TX.counter | 4 |
cell families after synthesis:
logic type      after synthesis  share of synthesized area, %
latches                       1                         0.599
flops                        61                          64.6
compound gates               14                          3.49
simple gates                 75                          16.6
fa+ha+maj                     8                          3.99
xor+xnor                     23                          8.04
buf+inv                      14                          2.15
other cells                   1                         0.150
mux                           1                         0.399
synthesized netlist by cell type (all sizes together):
library cell   n  share of area (%)
nor3           3               0.60
nand2         10                1.5
or4            3                1.0
clkbuf         2               0.30
nor4           1               0.85
conb           1               0.15
or3b           1               0.35
o21ai          5                1.0
dfrtp         19                 19
and2           4                1.0
a31oi          2               0.50
xnor2         12                4.2
a21oi          1               0.20
dlxtn          1               0.60
xor2          11                3.8
a22o           1               0.35
a21boi         1               0.30
edfxtp        29                 35
nor2b          4                1.0
buf            1               0.20
ha             8                4.0
nand3         13                2.6
and3           2               0.50
dfxtp         11                8.8
mux2i          1               0.40
nand4          4                1.0
nor2          21                3.1
and4           3                1.1
nand2b         2               0.50
o21a           3               0.90
nand4b         4                1.4
o22ai          1               0.25
dfstp          2                2.1
inv           11                1.6
worst min path at each step:
stage                                            to                           from  slack [ns]
after CTS             I_RS232TX.R_edge[1]$_DFF_PN0_  I_RS232TX.R_edge[0]$_DFF_PN0_        0.38
after global routing  I_RS232TX.R_edge[1]$_DFF_PN0_  I_RS232TX.R_edge[0]$_DFF_PN0_        0.40
final                 I_RS232TX.R_edge[1]$_DFF_PN0_  I_RS232TX.R_edge[0]$_DFF_PN0_        0.38
metal layers:
layer	track usage, %	vias up	wire, microns
li1	-	722	-
met5	0	-	0
met3	4.62	4	146
met2	26.0	20	1740
met1	28.4	711	1870
met4	1.74	0	29
report_power, final:
part,switching [mW],internal (mW)
Clock,0.113,0.145
Sequential,0.00133,0.348
Combinational,0.00668,0.00424
worst register-to-register path: stages (launching register included):
cell	delay (ns)
dfrtp_1	0.44
or4_4	0.57
nor4_4	0.66
buf_4	0.37
nor2_1	0.09
area by class of cell:
cell class              instances  area share, %
flip-flops and latches         62           58.6
repair buffers                 14           4.75
inverters                      11           1.48
clock buffers                   8           2.87
multi-input cells             122           29.3
well taps                      67           3.00
No activity file was given, so power comes from the tool's default toggle rates.
