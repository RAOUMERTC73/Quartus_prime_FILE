==> flow/design.v <==
module m_part6(
  input logic [2:0] Select6to1, 
  output [2:0] LEDR,
  output [6:0] HEX5,      
  output [6:0] HEX4,      
  output [6:0] HEX3,      
  output [6:0] HEX2,      
  output [6:0] HEX1,      
  output [6:0] HEX0       
);
  parameter [6:0] CHAR_d = 7'b0100001;  
  parameter [6:0] CHAR_E = 7'b0000110;  
  parameter [6:0] CHAR_1 = 7'b1111001;  
  parameter [6:0] CHAR_0 = 7'b1000000;  
  parameter [6:0] CHAR_BLANK = 7'b1111111;  
  mux_6to1 MuxDisplay0 (.S(Select6to1), .Input0(CHAR_BLANK), .Input1(CHAR_d), .Input2(CHAR_E), .Input3(CHAR_1), .Input4(CHAR_0), .Input5(CHAR_BLANK), .M(HEX0));
  mux_6to1 MuxDisplay1 (.S(Select6to1), .Input0(CHAR_d), .Input1(CHAR_E), .Input2(CHAR_1), .Input3(CHAR_0), .Input4(CHAR_BLANK), .Input5(CHAR_BLANK), .M(HEX1));
  mux_6to1 MuxDisplay2 (.S(Select6to1), .Input0(CHAR_BLANK), .Input1(CHAR_d), .Input2(CHAR_E), .Input3(CHAR_1), .Input4(CHAR_0), .Input5(CHAR_BLANK), .M(HEX2));
  mux_6to1 MuxDisplay3 (.S(Select6to1), .Input0(CHAR_d), .Input1(CHAR_E), .Input2(CHAR_1), .Input3(CHAR_0), .Input4(CHAR_BLANK), .Input5(CHAR_BLANK), .M(HEX3));
  mux_6to1 MuxDisplay4 (.S(Select6to1), .Input0(CHAR_BLANK), .Input1(CHAR_d), .Input2(CHAR_E), .Input3(CHAR_1), .Input4(CHAR_0), .Input5(CHAR_BLANK), .M(HEX4));
  mux_6to1 MuxDisplay5 (.S(Select6to1), .Input0(CHAR_d), .Input1(CHAR_E), .Input2(CHAR_1), .Input3(CHAR_0), .Input4(CHAR_BLANK), .Input5(CHAR_BLANK), .M(HEX5));
  assign LEDR[0] = Select6to1[0];
  assign LEDR[1] = Select6to1[1];
  assign LEDR[2] = Select6to1[2];
endmodule
module mux_6to1(
  input [2:0] S,        
  input [6:0] Input0,   
  input [6:0] Input1,   
  input [6:0] Input2,   
  input [6:0] Input3,   
  input [6:0] Input4,   
  input [6:0] Input5,   
  output reg [6:0] M     
);
  always @(*) begin
    case (S)
      3'b000: M = Input0;
      3'b001: M = Input1;
      3'b010: M = Input2;
      3'b011: M = Input3;
      3'b100: M = Input4;
      3'b101: M = Input5;
      default: M = 7'bzzzzzzz;  
    endcase
  end
endmodule
==> flow/run.sh <==
#!/bin/bash
# OpenROAD 26Q1-2900-gdf79404cd8, Yosys 0.63+post, stock flow scripts
make -C /OpenROAD-flow-scripts/flow DESIGN_CONFIG=/design/flow/config.mk WORK_HOME=/design/flow/orfs finish
==> flow/config.mk <==
export PLATFORM = sky130hd
export DESIGN_NAME = m_part6
export DESIGN_NICKNAME = m_part6
export VERILOG_FILES = /design/flow/design.v
export SDC_FILE = /design/flow/constraint.sdc
export NUM_CORES = 4
export LEC_CHECK = 1
export CORE_AREA = 10 10 70 70
export DIE_AREA = 0 0 80 80
==> flow/constraint.sdc <==
current_design m_part6

set clk_period 1.4
set clk_io_pct 0.2

create_clock -name clk0 -period $clk_period

set non_clock_inputs [all_inputs -no_clocks]
set_input_delay [expr $clk_period * $clk_io_pct] -clock clk0 $non_clock_inputs
set_output_delay [expr $clk_period * $clk_io_pct] -clock clk0 [all_outputs]
==> flow_metrics.env <==
# physical design summary
export IMPL_start_kind="primary input"
export IMPL_slew_headroom_pct=85.92
export IMPL_chip_area_um2=6400
export IMPL_cellLeakagePower_nw=0.3891
export IMPL_cp_max_fo=4
export IMPL_synthTopCellsByCount="buf_4, xor2_1, nand2b_1, nor2_1, o21ai_0"
export IMPL_n_antenna_cell=0
export IMPL_ys_seq_share_pct=0
export IMPL_finalSetupTns_ns=0
export IMPL_hold_buffers=0
export IMPL_cp_data_required_time_ns=1.12
export IMPL_rsz0062_at_grt="yes"
export IMPL_ys_sh_adder_pct=0
export IMPL_status="finished clean"
export IMPL_vias=357
export IMPL_grtUsageMet1_pct=4.560
export IMPL_ys_warn_count=2
export IMPL_hp_class="primary input to output pin"
export IMPL_arrival_ns=1.11
export IMPL_grtUsageMet3_pct=1.818
export IMPL_grt_usage_pct=3.721
export IMPL_hpwlAfterDp_um=1106
export IMPL_synthAoiAreaFrac_pct=2.797
export IMPL_drt_iter0_drc=4
export IMPL_swShare_pct=28.27
export IMPL_die_width_um=80
export IMPL_critical_path_class="primary input to output pin"
export IMPL_power_density_nw_per_um2=315.2
export IMPL_ir_drop_mv=0.07590
export IMPL_grt_max_degree=8
export IMPL_synthCells=49
export IMPL_final_max_slew_viol_count=0
export IMPL_drt_total_wl_um=1366
export IMPL_nClkBuffers=0
export IMPL_clockPowerShare_pct=0
export IMPL_std_cell_rows=21
export IMPL_holdWs_ns=0.9463
export IMPL_fmax_ghz=0.7184
export IMPL_intPower_uw=176.2
export IMPL_cap_violations=0
export IMPL_tightest_slew_ns=0.2098
export IMPL_syn_avg_cell_area_um2=7.303
export IMPL_logic_family="buffers and inverters"
export IMPL_ys_sh_mux_pct=3.147
export IMPL_top_level_ports=48
export IMPL_logic_area_um2=127.6
export IMPL_yosys_area_um2=357.8
export IMPL_drt_vias_per_instance=2.879
export IMPL_top_area_cell="buf_4"
export IMPL_ys_cells=49
export IMPL_path_cells="buf_8, nand3b_1, o21ai_1, buf_6, buf_4, dlygate4sd2_1"
export IMPL_setup_viol=0
export IMPL_fp_util_pct=10.48
export IMPL_ys_sh_simple_pct=7.692
export IMPL_final_hold_violation_count=0
export IMPL_seq_power_share_pct=0
export IMPL_grtUsageMet2_pct=6.100
export IMPL_wl_per_cell_um=11.02
export IMPL_cpPeakStageDelay_ns=0.19
export IMPL_grt_pass1_vias=359
export IMPL_top_area_share_pct=77.62
export IMPL_ff_count=0
export IMPL_nFillCells=383
export IMPL_antenna_found_initial=0
export IMPL_flop_area_um2=0
export IMPL_syn_area_um2=357.8
export IMPL_combPwrFrac_pct=100.0
export IMPL_warnings=34
export IMPL_grt_pass1_wl_um=1987
export IMPL_synth_xor_area_share_pct=7.343
export IMPL_numPortBuffers=48
export IMPL_core_area_um2=3416
export IMPL_place_gp_congestion=0.7118
export IMPL_drc=0
export IMPL_period_used_pct=99.42
export IMPL_drive_gt1_share_pct=52.56
export IMPL_topCellsByArea="buf_4, xor2_1, nand2b_1"
export IMPL_die_h_um=80
export IMPL_drtPass1Iterations=2
export IMPL_busiest_layer="met2"
export IMPL_switchingPower_uw=69.45
export IMPL_ys_types=8
export IMPL_cpMaxStageDelayCell="dlygate4sd2_1"
export IMPL_syn_to_final_growth_pct=117.8
export IMPL_final_core_util_pct=22.82
export IMPL_end_kind="output pin"
export IMPL_ant_nets=0
export IMPL_fin_crit_ns=1.392
export IMPL_synth_dominant_cell_count="buf_4"
export IMPL_grt_overflow=0
[through the flow]
| step | setup WS, ns | std cells | area (µm²) | power, mW |
|---|---|---|---|---|
| after floorplan | 0.06351 | 49 | 357.8 | 0.1194 |
| after global placement | -0.6873 | 115 | 688.2 | 0.2551 |
| after detailed placement | -0.7094 | 115 | 688.2 | 0.2539 |
| after CTS | -0.05702 | 126 | 808.3 | 0.2592 |
| after global routing | -0.07088 | 124 | 779.5 | 0.2717 |
| final | 0.008052 | 124 | 779.5 | 0.2457 |
[repair_timing]
action,in CTS,in global routing
endpoints found under the hold margin,0,0
gates cloned,0,0
setup buffers,11,2
resized,100,19
pin swaps,3,3
endpoints found under the setup margin,45,14
[final cells by class]
type / instances / area share [%]
multi-input combinational: 11 / 16.37
tap: 46 / 7.384
timing repair buffer: 67 / 76.24
[layout by cell type, fill, tap and decap left out]
master / synthesis / routed
buf_8: 0 / 2
nor2_4: 0 / 2
clkdlybuf4s15_1: 0 / 9
o21ai_1: 0 / 1
xor2_2: 0 / 2
clkbuf_2: 0 / 7
buf_4: 37 / 10
mux2_4: 0 / 1
buf_2: 1 / 4
nand3b_1: 1 / 1
xor2_1: 3 / 1
buf_12: 0 / 1
dlygate4sd2_1: 0 / 22
buf_6: 0 / 9
o21ai_2: 0 / 1
nand2b_4: 0 / 2
clkdlybuf4s50_1: 0 / 3
[worst paths after layout]
kind / from / endpoint / slack, ns / cells after the start
worst min-delay path: Select6to1[2] / HEX0[3] / 0.95 / 4
worst max-delay path: Select6to1[1] / HEX2[2] / 0.008 / 6
[worst max-delay path, delay by kind of cell]
family / cells / cell delay, ns
AND-OR/OR-AND: 1 / 0.14
buffers and inverters: 4 / 0.52
AND/OR/NAND/NOR: 1 / 0.16
[logic make-up after synthesis]
kind of cell	count (synthesis)
compound gates	2
buf+inv	38
mux	1
xor+xnor	3
simple gates	5
[power by group through the flow]
stage	sequential, mW	combinational (mW)	clock (mW)
global route	0	0.272	0
finish	0	0.246	0
CTS	0	0.259	0
[routing by layer]
layer | part of all wire (%) | wire [µm]
met5 | 0 | 0
met4 | 0 | 0
met3 | 19 | 254
met2 | 45 | 615
met1 | 36 | 495
Power and IR drop assume default switching activity.
